**/design/flow/design.v**
```verilog
module FPGA_slave
   (clk, 
	rst,  
	sclk,	 
	in_data,	 
	in_enable,	 
	from_ARM,	 
	to_ARM, 	 
	out_enable,	 
	out_data,	 
	dirty	 
	);
	input clk, sclk, in_enable, rst;
	input [15:0] in_data;	
	input [3:0] from_ARM;	
	output dirty, out_enable;	
	output to_ARM;	
	output [7:0] out_data;	
	reg to_ARM, dirty, out_enable;
	reg reg_sclk;	 
	reg data_block;	 
	reg [15:0] reg_data;	 
	reg [4:0] count;	 
	reg [7:0] ARM_data, out_data;
	always @(posedge clk) begin
		if (!rst) begin  
			dirty <= 0;
			out_enable <= 0;
			reg_data <= 0;
			ARM_data <= 0;
			to_ARM <= 0;
			count <= 0;
			reg_sclk <= 0;
			data_block <= 0;
		end
		else begin
			if (sclk && !reg_sclk) begin
				if (!data_block) begin   
					ARM_data[3:0] <= from_ARM;
					data_block <= 1'b1;
				end
				else begin   
					ARM_data[7:4] <= from_ARM;
					data_block <= 1'b0;	 
					out_enable <= 1'b1;	 
				end
				if (count < 16 && dirty) begin   
					to_ARM <= reg_data[0];
					reg_data <= reg_data >> 1;	 
					count <= count + 1;	
				end
				else begin   
					dirty <= 1'b0;	 
					count <= 1'b0;	 
				end
			end
			reg_sclk = sclk;
			if (in_enable) begin   
				if (!dirty) begin  
					reg_data = in_data;
					dirty = 1'b1;	 
				end
			end
			if (out_enable) begin   
				out_data <= ARM_data;
				out_enable <= 1'b0;	 
			end
		end
	end
endmodule
```
**/design/flow/run.sh**
```bash
#!/bin/bash
# OpenROAD 26Q1-2900-gdf79404cd8, Yosys 0.63+post, stock flow scripts
make -C /OpenROAD-flow-scripts/flow DESIGN_CONFIG=/design/flow/config.mk WORK_HOME=/design/flow/orfs finish
```
**/design/flow/config.mk**
```make
export PLATFORM = sky130hd
export DESIGN_NAME = FPGA_slave
export DESIGN_NICKNAME = FPGA_slave
export VERILOG_FILES = /design/flow/design.v
export SDC_FILE = /design/flow/constraint.sdc
export NUM_CORES = 4
export LEC_CHECK = 1
export CORE_AREA = 10 10 85 85
export DIE_AREA = 0 0 95 95
```
**/design/flow/constraint.sdc**
```tcl
current_design FPGA_slave

set clk_period 2.7
set clk_io_pct 0.2

create_clock -name clk0 -period $clk_period [get_ports {clk}]

set non_clock_inputs [all_inputs -no_clocks]
set_input_delay [expr $clk_period * $clk_io_pct] -clock clk0 $non_clock_inputs
set_output_delay [expr $clk_period * $clk_io_pct] -clock clk0 [all_outputs]
```
==> qor_table.md <==
| Result | Value |
|---|---|
| Total Neg Setup Slack | 0 ns |
| Area of the mapped netlist | 965 um^2 |
| Launching element type of the critical path | register |
| Worst-case headroom to the max-slew limit | 0.661 |
| Average footprint of a synthesized cell | 11.5 um^2 |
| Class of the worst hold path | reg2reg |
| Tally of buffers added on design ports | 19 |
| Most instantiated library cell after synthesis | sky130_fd_sc_hd__dfxtp_1 |
| Overall power consumption | 0.727 mW |
| Fraction of the core area occupied by cells at floorplan | 0.176 |
| Residual DRC | 0 |
| Number of enable-type register cells in the synthesized netlist | 8 |
| Area enclosed by the die boundary | 9030 um^2 |
| Count of max-cap constraint violations | 0 |
| CTS tree | yes |
| Initial DRC count | 76 |
| Instance area at placement | 1230 um^2 |
| Top Ports | 35 |
| Post-synthesis cell type with the largest combined area | sky130_fd_sc_hd__dfxtp_1 |
| Die H | 95 um |
| Core Area | 5470 um^2 |
| Top area contributor share | 0.394 |
| Ratio of cells with drive above 1 in the final layout | 0.0481 |
| Post-route cell area | 1280 um^2 |
| Tally of OpenROAD warnings | 40 |
| Buf/Inv on CP | 1 |
| Aggregate routed wire length | 1860 um |
| Vias in the first global route | 622 |
| Post-synth area hogs | sky130_fd_sc_hd__dfxtp_1 (39%), sky130_fd_sc_hd__edfxtp_1 (25%), sky130_fd_sc_hd__mux2i_1 (7.3%) |
| Outcome | completed |
| Most common library cells after synthesis | sky130_fd_sc_hd__dfxtp_1 (19), sky130_fd_sc_hd__nor2_1 (11), sky130_fd_sc_hd__edfxtp_1 (8) |
| Distinct cell type count after synthesis | 24 |
| Critical path endpoint category | primary output |
| CP top delay family | buffers and inverters |
| Synthesis-to-finish area growth | 32.9% |
| Final GP Congestion | 0.763 |
| Avg WL per Cell | 10.6 um |
| # Post-CTS Setup Buffers | 0 |
| Worst Clk Skew | 0.00204 ns |
| Library cell used as clock root buffer | sky130_fd_sc_hd__clkbuf_8 |
| Leakage power | 0.445 nW |
| Global-route wire length before repair | 2960 um |
| Register cell area after layout | 621 um^2 |
| # rows | 27 |
| Largest net degree at the start of global routing | 19 |
| Achievable frequency | 0.570 GHz |
| Count of state elements after synthesis | 27 |
| Count of antenna diodes in the layout | 0 |
| Worst stage delay on the critical path | 0.51 ns |
| Number of antenna violations at the first check in global routing | 0 |
| Multi-input logic area | 329 um^2 |
| Part of the Yosys area used for sequential elements | 0.643 |
| Post-synth area from yosys stat | 965 um^2 |
| Final Max-Slew Violation Tally | 0 |
| Clock buffers created by TritonCTS | 3 |
| Fill cell instance count of the final layout | 587 |
| Insertion delay at the late pin of the worst-skew pair | 0.27 ns |
| Count of warnings emitted by yosys | 1 |
| Data arrival, critical path | 1.22 ns |
| Sinks on the clock net | 27 |
| Pre-CTS setup slack | 0.761 ns |
| Required @ worst endpoint | 2.16 ns |
| CTS resizes | 0 |
| Vias per inst | 3.61 |
| Die Wd | 95 um |
| Post-route clock period utilization | 0.650 |
| Final WS setup | 0.944 ns |
| Yosys stat cell total | 84 |
| Largest voltage drop on the vdd net | 0.000194 V |
| Final tally of hold violations | 0 |
| Async SR Flop Fraction | 0 |
| RSZ-0062 raised after global routing | false |
| Most used DFF post-synth | sky130_fd_sc_hd__dfxtp_1 |
| Remaining Overflow, GRT | 0 |
| Top fanout value on the critical path | 6 |
| Number of setup violations in the final report | 0 |
| Initial DRT Pass Iterations | 3 |
| Cts-stage hold buffer count | 0 |
| Slowest-stage cell, CP | sky130_fd_sc_hd__clkdlybuf4s50_1 |
| Worst-Margin Slew | 0.505 ns |
| Total routing usage reported by global routing | 0.0406 |
| Gate count after technology mapping | 84 |
| H-tree depth reported by CTS | 1 |
| Sequence of cells on the critical path | clkdlybuf4s50_1 |
| Min Tclk post-route | 1.76 ns |
| Number of buffers between clock root and the deepest sink | 2 |
| Total number of vias | 635 |
| Clock transition at the register clock pins on the worst setup and hold paths after CTS | 0.09 ns |
| Remaining number of nets flagged by the antenna check after routing | 0 |
| Startpoint-to-endpoint class of the critical path | reg2out |
| Power per cell area | 567 nW/um^2 |
| Total half-perimeter wirelength after legalization and detailed placement | 1340 um |
[sequential cells by signal, summed over array words and instances, names as in the netlist]
| signal | count |
|---|---|
| out_data | 8 |
| count | 5 |
| reg_data | 1 |
| data_block | 1 |
| ARM_data | 8 |
| out_enable | 1 |
| to_ARM | 1 |
| reg_sclk | 1 |
| dirty | 1 |
[path summary, 6_finish.rpt]
path	startpoint	to	slack, ns	cells past startpoint
max	dirty	dirty	0.94	1
min	ARM_data[3]	out_data[3]	0.44	0
max reg2reg	dirty	count[3]	1.40	3
min reg2reg	ARM_data[3]	out_data[3]	0.44	0
[layout make-up]
type / count / area share
Sequential cell: 27 / 0.484
Inverter: 1 / 0.00293
Clock inverter: 1 / 0.00585
Tap cell: 72 / 0.0702
Clock buffer: 3 / 0.0322
Timing Repair Buffer: 19 / 0.148
Multi-Input combinational cell: 53 / 0.257
[power breakdown]
part | internal, mW | switching, mW
clock network | 0.105 | 0.128
logic | 0.0299 | 0.0239
registers | 0.430 | 0.00958
total | 0.565 | 0.162
[stage by stage]
stage | hold WS, ns | util | std cells
floorplan | 0.392 | - | 84
global placement | 0.412 | 0.225 | 172
detailed placement | 0.418 | 0.225 | 172
CTS | 0.440 | 0.234 | 176
global route | 0.450 | 0.234 | 176
finish | 0.439 | 0.234 | 176
[cells in the final DEF (no fill, tap or decap)]
master,instances
sky130_fd_sc_hd__clkinvlp_4,1
sky130_fd_sc_hd__clkdlybuf4s50_1,19
sky130_fd_sc_hd__nand2b_1,1
sky130_fd_sc_hd__dfxtp_1,19
sky130_fd_sc_hd__clkinv_1,1
sky130_fd_sc_hd__a22oi_1,1
sky130_fd_sc_hd__nand3_1,1
sky130_fd_sc_hd__nor3_1,1
sky130_fd_sc_hd__nor2_1,11
sky130_fd_sc_hd__nand4_1,1
sky130_fd_sc_hd__ha_1,1
sky130_fd_sc_hd__and2_1,2
sky130_fd_sc_hd__nor2b_1,1
sky130_fd_sc_hd__a31oi_1,1
sky130_fd_sc_hd__nand3b_1,2
sky130_fd_sc_hd__edfxtp_1,8
sky130_fd_sc_hd__nand2_1,6
sky130_fd_sc_hd__nor3b_1,2
sky130_fd_sc_hd__o21ai_0,5
sky130_fd_sc_hd__xor2_1,1
sky130_fd_sc_hd__mux2i_1,7
sky130_fd_sc_hd__and4bb_4,1
sky130_fd_sc_hd__or3b_1,1
sky130_fd_sc_hd__nand4b_1,1
sky130_fd_sc_hd__a21oi_1,6
sky130_fd_sc_hd__clkbuf_8,3
[metal layers]
layer	track usage	part of all wire
met2	0.0601	0.43
met5	0	0
met1	0.0527	0.44
met3	0.0184	0.096
met4	0.0112	0.027
[cells by family after synthesis]
family / share of synthesized area
AND-OR/OR-AND: 0.0713
XOR/XNOR: 0.00908
adder cells (fa/ha/maj): 0.0130
buffers and inverters: 0.0156
flip-flops: 0.643
multiplexers: 0.0726
AND/OR/NAND/NOR: 0.175
Power figures rest on the tool's default switching activity, not on a simulated workload.
